--- /design/flow/config.mk ---
export PLATFORM = sky130hd
export DESIGN_NAME = display
export DESIGN_NICKNAME = display
export VERILOG_FILES = /design/flow/design.v
export SDC_FILE = /design/flow/constraint.sdc
export NUM_CORES = 4
export LEC_CHECK = 1
export CORE_AREA = 10 10 79 79
export DIE_AREA = 0 0 89 89
--- /design/flow/constraint.sdc ---
current_design display

set clk_period 3.2
set clk_io_pct 0.2

create_clock -name clk0 -period $clk_period [get_ports {clock}]

set non_clock_inputs [all_inputs -no_clocks]
set_input_delay [expr $clk_period * $clk_io_pct] -clock clk0 $non_clock_inputs
set_output_delay [expr $clk_period * $clk_io_pct] -clock clk0 [all_outputs]
--- /design/flow/design.v ---
module bcd(number, thousands, hundreds, tens, ones);
   input  [13:0] number;
   output reg [3:0] thousands;
   output reg [3:0] hundreds;
   output reg [3:0] tens;
   output reg [3:0] ones;
   reg [29:0] shift;
   integer i;
   always @(number)
   begin
      shift[29:14] = 0;
      shift[13:0] = number;
      for (i=0; i<8; i=i+1) begin
         if (shift[17:14] >= 5)
            shift[17:14] = shift[17:14] + 3;
         if (shift[21:18] >= 5)
            shift[21:18] = shift[21:18] + 3;    
         if (shift[25:22] >= 5)
            shift[25:22] = shift[25:22] + 3;    
         if (shift[29:26] >= 5)
            shift[29:26] = shift[29:26] + 3;
         shift = shift << 1;
      end
	  thousands = shift[29:26];
      hundreds = shift[25:22];
      tens     = shift[21:18];
      ones     = shift[17:14];
   end
endmodule
(* dont_touch = "true" *)
module counter(
	input 	clock, 
	input 	signal,
	output reg [13:0]	frequency = 14'b0
	);
	parameter MAX_COUNT = 100_000_000;  
	reg		[26:0]	counter_100M;
	reg 	[13:0]  count;
	reg 	rise, resync;
	initial 
		begin
			rise <= 0;
			resync <= 0;
		end
	always @ (posedge clock)
		begin
			resync <= signal;
		end
	always @ (posedge clock)
		if (counter_100M == MAX_COUNT)
		begin
			counter_100M <= 0;
			frequency <= count;
			count <= 0;
		end
		else
		begin
			counter_100M <= counter_100M + 1'b1;
			if (resync == 0 & signal)
				counter_100M <= counter_100M + 1'b1;
		end
endmodule
(* dont_touch = "true" *)
module display(
 input clock, 
 input reset, 
 input signal,
 output reg [6:0] seg,  
 output reg [3:0] an    
 );
localparam N = 18;
reg [N-1:0] count;  
wire [3:0] in0, in1, in2, in3;   
wire [13:0] frequency;
counter count1 (.clock(clock), .signal(signal), .frequency(frequency));
bcd bcd1 (.number(frequency), .thousands(in3), 
.hundreds(in2), .tens(in1), .ones(in0));
always @ (posedge clock or posedge reset)
 begin
  if (reset)
   count <= 0;
  else
   count <= count + 1;
 end
reg [6:0]sseg;  
always @ (*)
 begin
  case(count[N-1:N-2])  
   2'b00 :   
    begin
     sseg = in0;
     an = 4'b1110;
    end
   2'b01:   
    begin
     sseg = in1;
     an = 4'b1101;
    end
   2'b10:   
    begin
     sseg = in2;
     an = 4'b1011;
    end
   2'b11:   
    begin
     sseg = in3;
     an = 4'b0111;
    end
  endcase
 end
always @ (*)
 begin
  case(sseg)
   4'd0 : seg = 7'b1000000;  
   4'd1 : seg = 7'b1111001;  
   4'd2 : seg = 7'b0100100;  
   4'd3 : seg = 7'b0110000;  
   4'd4 : seg = 7'b0011001;  
   4'd5 : seg = 7'b0010010;  
   4'd6 : seg = 7'b0000010;  
   4'd7 : seg = 7'b1111000;  
   4'd8 : seg = 7'b0000000;  
   4'd9 : seg = 7'b0010000;  
   default : seg = 7'b0111111;  
  endcase
 end
endmodule
--- /design/flow/run.sh ---
#!/bin/bash
# OpenROAD 26Q1-2900-gdf79404cd8, Yosys 0.63+post, stock flow scripts
make -C /OpenROAD-flow-scripts/flow DESIGN_CONFIG=/design/flow/config.mk WORK_HOME=/design/flow/orfs finish
==> CHANGELOG.md <==
## Flow update

- Total CTS buffers: 3
- Die width: between 80 and 90 um
- Max Clock Skew: approximately 0.0054 ns
- MUX area fraction: 0%
- Critical path arrival: 1.40 ns
- Slew at the pin closest to its max-slew limit: around 0.66 ns
- Max clock buf depth: 2
- Synth Seq Share: a little under 50%
- Most common logic cells in the final layout: dfrtp_1, xnor2_1, xor2_1, conb_1, nand3_1
- Synthesis Warnings: 3
- All-Layer GR Usage: between 3 and 4%
- Ys flops: 18
- Top flop regs: count x18
- Final critical-path required period: 2.04 ns
- Antenna viol nets, final: 0
- Ao+oa area frac: 0%
- I/O Buffers: 5
- Chip Area, Yosys: 916 um^2
- Startpoint types: flip-flop
- Largest net degree at the start of global routing: 19
- Crit path kind: flip-flop to output port
- CP endpoint kind: output port
- Post-synthesis cell count from yosys: 78
- Cell Type Count: 22
- Post-cts sizing count: 0
- H-Tree Depth: 1
- Vias per cell: around 3.7
- Result of the run: finished, final reports clean
- Final Hold Fails: 0
- Log Warnings: 26
- DP HPWL: ~1000 um
- Grt ovf: 0
- Initial Util: 19.7%
- Vias: 510
- DR pass1 iterations: 3
- Post-synth EDFFs: 0
- Max Freq: just under 0.5 GHz
- Post-CTS setup buffers: 0
- Area fraction in xor and xnor cells: ~15%
- Top comb family, area: simple AND/OR/NAND/NOR gates
- First-pass GRT wire length: 2370 um
- CTS tree: built
- Mapped Cells: ~78
- Post-synth top area cell: dfrtp_1
- Top cell excl fill/tap: dfrtp_1
- Layout cells sized above 1: between 10% and 20%
- Synth top area share: 49.2%
- Placed Instance Area: 967 um^2
- Main synth FF type: dfrtp_1
- Rows: 25
- VDD IR max: approximately 0.00015 V
- Clk slew on worst S/H paths: ~0.070 ns
- RSZ-0062 raised after global routing: false
- Critical path fanouts, max: 6
- Final setup vio count: 0
- Post-route clock period utilization: between 60 and 70%
- CTS hold repair buffers: 0
- HP Class: flip-flop to flip-flop
- Vert. Die Dim: 89 um
- Lkg Pwr: about 0.49 nW
- Adder share: roughly 1.4%
- Clk latency late pin: 0.25 ns
- Max reg flops: 18
- Drc violations: 0
- AND/OR/NAND/NOR Cells, Area Fraction: a little under a quarter
- WL per Instance: roughly 9.6 um
- IO Pins: 14
- Rel. slew slack: between 50% and 60%
- Post-Syn Area per Cell: about 12 um^2
- Post-synth ARST share: 100%
- Cell area power density: ~380 mW/mm^2
- Max-slew violation count: 0
- Placer Congestion: approximately 0.85
- Area Growth Syn to Fin: 10.1%
- Clock sink count: 18
- Max cap viols: 0
- Crit path DRT: 2.56 ns
- Vias in the first global route: ~540
- Detailed Route Iter0 Violations: 18
- N_diodes: 0
- Die Size: 0.00792 mm^2
- WHS: 0.469 ns
- CTS Root Cell: clkbuf_8
- Most flops, register: count
- Final Instance Area: just over 0.001 mm^2
- Post-Syn Area: ~920 um^2
- Initial antenna violation count: 0
- Top cells, area: dfrtp_1, xnor2_1, xor2_1
- Core ar.: 0.00466 mm^2
- Setup TNS: 0 ns
- Routed WL: between 1000 and 1500 um
==> report_power, final <==
| part | leakage [nW] | switching, mW | internal (mW) | total, mW |
|---|---|---|---|---|
| sequential | 0.242 | 0 | 0.228 | 0.228 |
| combinational | 0.223 | 0.00471 | 0.00113 | 0.00584 |
| clock | 0.0216 | 0.0670 | 0.0833 | 0.150 |
| total | 0.486 | 0.0717 | 0.312 | 0.384 |
==> per-stage QoR <==
step / util [%] / cells / total power, mW / setup slack [ns]
after global placement: 20.8 / 134 / 0.238 / 1.44
after detailed placement: 20.8 / 134 / 0.238 / 1.42
after global routing: 21.6 / 137 / 0.402 / 1.10
after CTS: 21.6 / 137 / 0.391 / 1.14
after floorplan: - / 83 / 0.241 / 1.88
final: 21.6 / 137 / 0.384 / 1.16
==> routing by layer <==
layer  up-vias  track usage (%)  share of wire (%)
met1       245             4.91                 50
met5         -                0                  0
met3         2             1.93                8.0
met2        12             5.65                 41
li1        251                -                  -
met4         0            0.289               0.61
==> cells by family after synthesis <==
kind of cell,Yosys count
adders and majority gates,1
buffers and inverters,11
xor gates and xnor gates,16
DFF,18
and+or+nand+nor,30
other,2
==> Yosys cell counts, drive strengths merged (2+ instances only) <==
library cell,instances
and3,5
xnor2,9
nand2,5
inv,3
nand2b,2
nor3,2
conb,2
buf,7
dfrtp,18
xor2,7
nor2,2
nand3,8
nand4,2
==> area by class of cell <==
type / instances / area (um^2)
Clock buffer: 3 / 41.3
Fill cell: 471 / 3650
Inverter: 3 / 11.3
Multi-Input combinational cell: 54 / 388
Sequential cell: 18 / 450
Tap cell: 54 / 67.6
Timing Repair Buffer: 5 / 50.0
==> final timing paths <==
check	from	end	slack [ns]	cells past startpoint
worst min-delay path	count[14]	count[14]	0.47	1
worst max register to register	count[0]	count[16]	1.74	5
worst max-delay path	count[16]	an[0]	1.16	2
max in group asynchronous	reset	count[1]	1.99	2
min in group asynchronous	reset	count[7]	0.79	2
worst min register to register	count[14]	count[14]	0.47	1
==> worst max-delay path, stage by stage, from the launching register on <==
cell and delay [ns]:
dfrtp_1 0.43, or2_2 0.30, clkdlybuf4s50_1 0.41
Power and IR drop assume default switching activity.
